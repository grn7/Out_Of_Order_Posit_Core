<file path="flow/constraint.sdc">
current_design bp

set clk_period 10.6
set clk_io_pct 0.2

create_clock -name clk0 -period $clk_period [get_ports {clk}]

set non_clock_inputs [all_inputs -no_clocks]
set_input_delay [expr $clk_period * $clk_io_pct] -clock clk0 $non_clock_inputs
set_output_delay [expr $clk_period * $clk_io_pct] -clock clk0 [all_outputs]
</file>
<file path="flow/design.v">
package general_defines;
    parameter INT_DATA_W = 32;
    parameter POSIT_DATA_W = 8;
    parameter ROB_LENGTH = 16;
    parameter IQ_LENGTH = 8;
    parameter BYPASS_LENGTH = 3;
    parameter PHYS_REG_LENGTH = 64;
    parameter ARCH_REG_LENGTH = 32;
    parameter INSTR_MEM_LENGTH = 256;
    parameter DATA_MEM_LENGTH = 256;
    parameter FETCH_BUFFER_LENGTH = 8;
    parameter PHT_LENGTH = 256; 
    parameter BTB_LENGTH = 64;
    localparam ROB_IDX_W = (ROB_LENGTH > 1) ? $clog2(ROB_LENGTH) : 1;
    localparam IQ_IDX_W = (IQ_LENGTH > 1) ? $clog2(IQ_LENGTH) : 1;
    localparam BYPASS_IDX_W = (BYPASS_LENGTH > 1) ? $clog2(BYPASS_LENGTH) : 1;
    localparam PHYS_REG_IDX_W = (PHYS_REG_LENGTH > 1) ? $clog2(PHYS_REG_LENGTH) : 1;
    localparam ARCH_REG_IDX_W = (ARCH_REG_LENGTH > 1) ? $clog2(ARCH_REG_LENGTH) : 1;
    localparam INSTR_MEM_IDX_W = (INSTR_MEM_LENGTH > 1) ? $clog2(INSTR_MEM_LENGTH) : 1;
    localparam DATA_MEM_IDX_W = (DATA_MEM_LENGTH > 1) ? $clog2(DATA_MEM_LENGTH) : 1;
    localparam FETCH_BUFFER_IDX_W = (FETCH_BUFFER_LENGTH > 1) ? $clog2(FETCH_BUFFER_LENGTH) : 1;
    localparam PHT_IDX_W = (PHT_LENGTH> 1) ? $clog2(PHT_LENGTH) : 1;
    localparam BTB_IDX_W = (BTB_LENGTH > 1) ? $clog2(BTB_LENGTH) : 1;
    typedef struct packed{
        logic valid;
        logic [INSTR_MEM_IDX_W-1:0] pc;
        logic [ARCH_REG_IDX_W-1:0] logical_rd;
        logic [PHYS_REG_IDX_W-1:0] phys_rd;
        logic [PHYS_REG_IDX_W-1:0] old_phys_rd;   
        logic [INT_DATA_W-1:0] result;
        logic done;
        logic is_store;
        logic is_load;
        logic [6:0] opcode;
        logic [2:0] funct3;
        logic [6:0] funct7;
        logic is_branch;
        logic pred_taken;
        logic [INSTR_MEM_IDX_W-1:0] pred_target;
        logic branch_taken;                      
        logic [INSTR_MEM_IDX_W-1:0] branch_target;   
    } rob_entry_t;
    typedef struct packed {
        logic [6:0] opcode;
        logic [INSTR_MEM_IDX_W-1:0] pc;
        logic [PHYS_REG_IDX_W-1:0] phys_rd;
        logic [PHYS_REG_IDX_W-1:0] phys_rs1;
        logic [PHYS_REG_IDX_W-1:0] phys_rs2;
        logic [INT_DATA_W-1:0] imm;
        logic [2:0] fu_type;  
        logic rs1_ready;
        logic rs2_ready;
        logic [INT_DATA_W-1:0] rs1_value;  
        logic [INT_DATA_W-1:0] rs2_value;
        logic valid;
        logic [2:0] funct3;
        logic [6:0] funct7;
        logic [ROB_IDX_W-1:0] rob_idx;
    } iq_entry_t;
    typedef struct packed {
        logic valid;
        logic [PHYS_REG_IDX_W-1:0] phys_rd;
        logic [INT_DATA_W-1:0] result;
    } bypass_entry_t;
endpackage
import general_defines::*;
module bp(
    input  logic rst, 
    input  logic clk,
    input  logic [INSTR_MEM_IDX_W-1:0] fetch_pc,    
    input  logic actual_taken,                      
    input  logic update_valid,                      
    output logic pred_taken                          
);
    logic [1:0] state [0:PHT_LENGTH-1];    
    logic [PHT_IDX_W-1:0] pht_idx;
    assign pht_idx = fetch_pc[PHT_IDX_W-1:0];
    always_comb begin
        if(state[pht_idx][1] == 1'b0)    
            pred_taken = 1'b1;
        else                             
            pred_taken = 1'b0;
    end
    always_ff @(posedge clk) begin
        if(rst) begin
            for(int i = 0; i < PHT_LENGTH; i++) begin
                state[i] <= 2'b10;
            end
        end
        else if(update_valid) begin
            case(state[pht_idx])
                2'b00: begin   
                    if(actual_taken == 1'b1)
                        state[pht_idx] <= 2'b00;  
                    else
                        state[pht_idx] <= 2'b01;  
                end
                2'b01: begin   
                    if(actual_taken == 1'b1)
                        state[pht_idx] <= 2'b00;  
                    else
                        state[pht_idx] <= 2'b10;  
                end
                2'b10: begin   
                    if(actual_taken == 1'b1)
                        state[pht_idx] <= 2'b01;  
                    else
                        state[pht_idx] <= 2'b11;  
                end
                2'b11: begin   
                    if(actual_taken == 1'b1)
                        state[pht_idx] <= 2'b10;  
                    else
                        state[pht_idx] <= 2'b11;  
                end
            endcase
        end
    end
endmodule
</file>
<file path="flow/run.sh">
#!/bin/bash
# OpenROAD 26Q1-2900-gdf79404cd8, Yosys 0.63+post, stock flow scripts
make -C /OpenROAD-flow-scripts/flow DESIGN_CONFIG=/design/flow/config.mk WORK_HOME=/design/flow/orfs finish
</file>
<file path="flow/config.mk">
export PLATFORM = sky130hd
export DESIGN_NAME = bp
export DESIGN_NICKNAME = bp
export VERILOG_FILES = /design/flow/design.v
export SDC_FILE = /design/flow/constraint.sdc
export NUM_CORES = 4
export LEC_CHECK = 1
export CORE_UTILIZATION = 40
</file>
==> impl_metrics.py <==
# Metrics from the implementation run
metrics = {
    "logic_synthesis": {
        "top_cell_area_share": 0.605,
        "synthTopCellsByArea": "edfxtp_1 (61%), mux4_2 (15%), a21o_1 (7.6%)",
        "edf_count": 512,
        "avgSynthCellArea_um2": 13.9,
        "netlist.top_cell.by_area": "edfxtp_1",
        "yosysCellCount": 1825,
        "synthCells": 1825,
        "common_cells": "edfxtp_1 (512), nor3_1 (267), nand3_1 (265)",
        "synth.cell_area_mm2": 0.0254,
        "seq_area_frac_synth": 0.605,
        "ff_type": "edfxtp_1",
        "ys.flops": 512,
        "synthArstFlopShare": 0,
        "ys_chip_area_mm2": 0.0254,
        "synth_cell_type_count": 30,
        "yosysWarnings": 1,
        "top_cell": "edfxtp_1",
    },
    "pwr": {
        "pwr-share-comb": 0.089,
        "p_sw_mw": 1.03,
        "p_total_mw": 4.34,
        "ir_drop_mv": 0.0993,
        "p_seq_frac": 0.521,
        "p_leak_nw": 8.56,
        "switching_share": 0.238,
        "p_per_area_mw_per_mm2": 157,
        "clkPwrFrac": 0.389,
        "internal_power_mw": 3.31,
    },
    "worst_setup_path": {
        "startpoint_type": "input port",
        "path_class": "input port to output port",
        "r2r_cells": 9,
        "critPathRequiredTime_ps": 8480,
        "r2r-end": "state[177][1]",
        "cp_max_fo": 41,
        "reg2reg_from": "state[24][0]",
        "endpoint_kind": "output port",
        "crit_arrival_ps": 5900,
        "reg2reg_slack_ps": 6030,
    },
    "grt": {
        "grt_first_pass_wirelength_um": 106000,
        "overflow": 0,
        "antenna_found_initial": 0,
        "grt_util_all_layers": 0.244,
        "grt_pass1_vias": 16800,
        "grt_max_degree": 157,
    },
    "cts": {
        "htree_levels": 2,
        "cts_buffer_depth": 3,
        "clkSinkCount": 512,
        "cts_buffers": 52,
        "cts_tree": "built",
        "ctsResizeCount": 0,
        "hold_buffers": 0,
        "clockRootBuffer": "clkbuf_16",
        "insertion_delay_ps": 600,
        "postCtsSetupRepairBufs": 0,
        "clk_pin_slew_ps": 60,
    },
    "layout": {
        "top_register": "state",
        "stdcell_count": 2580,
        "drive_gt1_frac": 0.199,
        "largest_reg_flops": 512,
        "syn2layout_area_growth_pct": 9.01,
        "fin_util": 0.441,
        "largest_registers": "state: 512 flops",
    },
    "final_timing": {
        "finalClockSkew_ps": 17.6,
        "tns_ps": 0,
        "worst_slew_pin_slew_ps": 1070,
        "rsz0062_at_grt": "no",
        "finalClockPeriodUsage": 0.757,
        "finalHoldViolCount": 0,
        "final_max_slew_viol_count": 0,
        "slew_headroom": 0.286,
        "fin_crit_ps": 8020,
        "fmax_mhz": 125,
        "finalSetupViolations": 0,
    },
    "hold_path": {
        "whs_path_depth": 7,
        "hold_start": "state[132][0]",
        "min_to": "state[46][1]",
        "hold_class": "register to register",
    },
    "flow_run": {
        "drv_cap": 0,
        "warnings": 31,
    },
    "detailed_routing": {
        "ant_nets": 0,
        "insertedDiodeCount": 0,
        "drc": 0,
        "wirelength_um": 69900,
        "firstDrtPassIters": 5,
        "drt_iter0_drc": 1122,
        "routed_via_density": 6.17,
        "wire_per_inst_um": 27.1,
        "vias": 15900,
    },
    "floorplan": {
        "rows": 92,
        "fp_util": 0.404,
        "die_area_mm2": 0.0645,
        "ios": 13,
        "dieHeight_um": 254,
        "coreArea_mm2": 0.0629,
        "die_w_um": 254,
    },
    "placed_design": {
        "routabilityCongestion": 0.859,
        "placed_cells": 2489,
        "hpwl_um": 40200,
        "io_buffers": 12,
    },
    "status": {
        "status": "finished, final reports clean",
    },
}
-- layout by cell type (no fill, tap or decap), drive strengths merged --
cell type,n
buf,73
a32o,1
clkinv,17
clkinvlp,1
and3,1
and2,1
or2,1
clkbuf,72
mux2,4
a21oi,1
clkdlybuf4s50,7
bufinv,1
a21o,256
inv,2
edfxtp,512
o21ai,2
nor4,1
nand4b,2
mux2i,4
mux4,168
nand4,1
nand2b,8
nor2,28
nor3,267
nand3,265
nor2b,8
maj3,2
nand2,28
-- per-layer routing --
layer,wire (um),part of all wire,GRT usage
met5,54,0.00077,0.00618
met4,2960,0.042,0.0795
met3,9050,0.13,0.135
met2,33300,0.48,0.360
met1,24600,0.35,0.322
-- through the flow --
stage	hold WS, ps	cell area (um^2)	worst slack, ps
final	1690	27700	2580
after CTS	1680	27700	2570
after global placement	1680	26200	2550
after global routing	1770	27700	2360
after floorplan	1460	25400	3900
after detailed placement	1680	26200	2570
-- power by group through the flow --
stage | sequential (mW) | combinational (mW) | clock [mW]
CTS | 2.26 | 0.388 | 1.71
global route | 2.27 | 0.413 | 1.79
finish | 2.26 | 0.388 | 1.69
-- kinds of logic (layout without fill, tap and decap cells) --
logic type               after synthesis  after routing  share of synthesized area
AND/OR/NAND/NOR                      611            611                      0.119
AND-OR/OR-AND                        260            260                     0.0766
multiplexers                         176            176                      0.152
buffers and inverters                264            173                     0.0460
adder cells (fa/ha/maj)                2              2                   0.000837
flip-flops                           512            512                      0.605
-- how the worst max path moves through the flow --
stage / end / cells after the start / slack [ps] / start
after global routing: pred_taken / 8 / 2360 / fetch_pc[1]
final: pred_taken / 8 / 2580 / fetch_pc[1]
after CTS: pred_taken / 8 / 2570 / fetch_pc[1]
-- critical path, stage by stage --
cell and delay [ps]:
buf_8 380, buf_4 470, mux4_2 560, mux4_2 500, mux4_2 530, mux2_2 320
mux2i_1 390, clkdlybuf4s50_1 560
-- area by class of cell --
cell class                 instances  area (um^2)
clock buffer                      71         1390
clock inverter                    20          120
inverter                           1         3.75
tap                              846         1060
timing repair buffer              81          688
multi-input combinational       1049         9050
fill                            5468        35200
sequential                       512        15400
Power figures rest on the tool's default switching activity, not on a simulated workload.
