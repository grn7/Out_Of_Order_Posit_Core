==> flow/config.mk <==
export PLATFORM = sky130hd
export DESIGN_NAME = mem
export DESIGN_NICKNAME = mem
export VERILOG_FILES = /design/flow/design.v
export SDC_FILE = /design/flow/constraint.sdc
export NUM_CORES = 4
export LEC_CHECK = 1
export CORE_UTILIZATION = 50
export SYNTH_MEMORY_MAX_BITS = 65536
==> flow/constraint.sdc <==
current_design mem

set clk_period 41.4
set clk_io_pct 0.2

create_clock -name clk0 -period $clk_period [get_ports {clk}]

set non_clock_inputs [all_inputs -no_clocks]
set_input_delay [expr $clk_period * $clk_io_pct] -clock clk0 $non_clock_inputs
set_output_delay [expr $clk_period * $clk_io_pct] -clock clk0 [all_outputs]
==> flow/design.v <==
package general_defines;
    parameter INT_DATA_W = 32;
    parameter POSIT_DATA_W = 8;
    parameter ROB_LENGTH = 16;
    parameter IQ_LENGTH = 8;
    parameter BYPASS_LENGTH = 3;
    parameter PHYS_REG_LENGTH = 64;
    parameter ARCH_REG_LENGTH = 32;
    parameter INSTR_MEM_LENGTH = 256;
    parameter DATA_MEM_LENGTH = 256;
    parameter FETCH_BUFFER_LENGTH = 8;
    parameter PHT_LENGTH = 256; 
    parameter BTB_LENGTH = 64;
    localparam ROB_IDX_W = (ROB_LENGTH > 1) ? $clog2(ROB_LENGTH) : 1;
    localparam IQ_IDX_W = (IQ_LENGTH > 1) ? $clog2(IQ_LENGTH) : 1;
    localparam BYPASS_IDX_W = (BYPASS_LENGTH > 1) ? $clog2(BYPASS_LENGTH) : 1;
    localparam PHYS_REG_IDX_W = (PHYS_REG_LENGTH > 1) ? $clog2(PHYS_REG_LENGTH) : 1;
    localparam ARCH_REG_IDX_W = (ARCH_REG_LENGTH > 1) ? $clog2(ARCH_REG_LENGTH) : 1;
    localparam INSTR_MEM_IDX_W = (INSTR_MEM_LENGTH > 1) ? $clog2(INSTR_MEM_LENGTH) : 1;
    localparam DATA_MEM_IDX_W = (DATA_MEM_LENGTH > 1) ? $clog2(DATA_MEM_LENGTH) : 1;
    localparam FETCH_BUFFER_IDX_W = (FETCH_BUFFER_LENGTH > 1) ? $clog2(FETCH_BUFFER_LENGTH) : 1;
    localparam PHT_IDX_W = (PHT_LENGTH> 1) ? $clog2(PHT_LENGTH) : 1;
    localparam BTB_IDX_W = (BTB_LENGTH > 1) ? $clog2(BTB_LENGTH) : 1;
    typedef struct packed{
        logic valid;
        logic [INSTR_MEM_IDX_W-1:0] pc;
        logic [ARCH_REG_IDX_W-1:0] logical_rd;
        logic [PHYS_REG_IDX_W-1:0] phys_rd;
        logic [PHYS_REG_IDX_W-1:0] old_phys_rd;   
        logic [INT_DATA_W-1:0] result;
        logic done;
        logic is_store;
        logic is_load;
        logic [6:0] opcode;
        logic [2:0] funct3;
        logic [6:0] funct7;
        logic is_branch;
        logic pred_taken;
        logic [INSTR_MEM_IDX_W-1:0] pred_target;
        logic branch_taken;                      
        logic [INSTR_MEM_IDX_W-1:0] branch_target;   
    } rob_entry_t;
    typedef struct packed {
        logic [6:0] opcode;
        logic [INSTR_MEM_IDX_W-1:0] pc;
        logic [PHYS_REG_IDX_W-1:0] phys_rd;
        logic [PHYS_REG_IDX_W-1:0] phys_rs1;
        logic [PHYS_REG_IDX_W-1:0] phys_rs2;
        logic [INT_DATA_W-1:0] imm;
        logic [2:0] fu_type;  
        logic rs1_ready;
        logic rs2_ready;
        logic [INT_DATA_W-1:0] rs1_value;  
        logic [INT_DATA_W-1:0] rs2_value;
        logic valid;
        logic [2:0] funct3;
        logic [6:0] funct7;
        logic [ROB_IDX_W-1:0] rob_idx;
    } iq_entry_t;
    typedef struct packed {
        logic valid;
        logic [PHYS_REG_IDX_W-1:0] phys_rd;
        logic [INT_DATA_W-1:0] result;
    } bypass_entry_t;
endpackage
module mem #(
    parameter ADDR_W = 32,
    parameter DATA_W = 32,
    parameter DEPTH  = 1024
)(
    input  logic clk,
    input  logic rst,
    input  logic              rd_valid,    
    input  logic [ADDR_W-1:0] rd_addr,     
    output logic              rd_resp,     
    output logic [DATA_W-1:0] rd_data,     
    input  logic              wr_valid,    
    input  logic [ADDR_W-1:0] wr_addr,     
    input  logic [DATA_W-1:0] wr_data      
);
    logic [DATA_W-1:0] mem_array [0:DEPTH-1];   
    logic [ADDR_W-1:0] rd_addr_q;                
    initial begin
        mem_array[0] = 32'h12345678;  
        for (int i = 1; i < DEPTH; i++) mem_array[i] = 0;
    end
    always_ff @(posedge clk) begin
        if (rst) begin
            rd_resp   <= 1'b0;                   
            rd_addr_q <= '0;
            rd_data   <= '0;
        end else begin
            rd_resp   <= rd_valid;               
            rd_addr_q <= rd_addr;                
            if (rd_valid) begin
                rd_data <= mem_array[rd_addr[$clog2(DEPTH)-1:2]];  
            end
        end
    end
    always_ff @(posedge clk) begin
        if (wr_valid) begin
            mem_array[wr_addr[$clog2(DEPTH)-1:2]] <= wr_data;  
        end
    end
endmodule
==> flow/run.sh <==
#!/bin/bash
# OpenROAD 26Q1-2900-gdf79404cd8, Yosys 0.63+post, stock flow scripts
make -C /OpenROAD-flow-scripts/flow DESIGN_CONFIG=/design/flow/config.mk WORK_HOME=/design/flow/orfs finish
==> qor.tcl <==
set qor(status) {finished clean}
set qor(number_of_antenna_violations_at_the_first_check_in_global_routing) 47
set qor(yosysChipArea_sq_mm) 0.315
set qor(wl_met1_um) 261000
set qor(synth.cell_area_sq_mm) 0.315
set qor(tritoncts) {yes}
set qor(critical-path-slowest-cell) {sky130_fd_sc_hd__buf_4}
set qor(async_reset_ff_share_pct) 0
set qor(synth.yosys.num_cells) 14700
set qor(source_of_the_worst_register_to_register_timing_path) {mem_array[235][2]}
set qor(critical-path-top-delay-family) {buffers and inverters}
set qor(layout_min_cycle_time_ns) 15.78
set qor(grt_use_total_pct) 32.1
set qor(buffer_ports.inserted) 84
set qor(routed-wl-met2_um) 401000
set qor(flop_cell) {sky130_fd_sc_hd__edfxtp_1}
set qor(cts.repair.resized) 0
set qor(drt_pass1_iterations) 7
set qor(drt-total-wl_um) 895000
set qor(finalClockPeriodUsage_pct) 38.1
set qor(hold_viol) 0
set qor(tightest_slew_ns) 1.29
set qor(final_layout_top_logic_cell) {sky130_fd_sc_hd__edfxtp_1}
set qor(arrival_ns) 16.83
set qor(worst_path_largest_cell_delay_ns) 0.69
set qor(cts.repair_timing.setup_buffer_count) 0
set qor(cts.path.max_buffers) 4
set qor(clock_latency_ns) 1.19
set qor(rsz_0062_raised_after_global_routing) {no}
set qor(gp_routability_congestion) 0.883
set qor(crit_path_kind) {in2reg}
set qor(clock_net_sink_count) 8225
set qor(fp.dieW_um) 796
set qor(grt_pass1_wl_um) 1250000
set qor(critical_path.endpoint_type) {flip-flop}
set qor(mostFrequentLayoutCells) {sky130_fd_sc_hd__edfxtp_1 (8192), sky130_fd_sc_hd__mux4_2 (1407), sky130_fd_sc_hd__mux2i_1 (1301)}
set qor(rr_endpoint) {rd_data[2]}
set qor(final_critical_path_setup_slack_ns) 25.62
set qor(cts_root_buf) {sky130_fd_sc_hd__clkbuf_16}
set qor(grt_max_degree) 113
set qor(power_per_cell_area_mw_per_mm2) 48.0
set qor(max_cap_violations) 0
set qor(reg2reg_setup_slack_ns) 37.92
set qor(num_vias) 154000
set qor(warning_count) 78
set qor(remaining_global_route_overflow) 0
set qor(synthCells) 14700
set qor(drt-vias-per-instance) 6.24
set qor(fillerInstances) 45200
set qor(detail_route.iter0.violations) 10600
set qor(postRouteAntennaNets) 0
set qor(hold_start) {rd_data[1]}
set qor(layoutNonFillerInstCount) 24700
set qor(ys_seq_elements) 8225
set qor(dp_hpwl_um) 508000
set qor(enable_flop_cells) 8192
set qor(cp_max_fo) 76
set qor(cts.reportedPaths.clkPinSlew_ns) 0.06
set qor(num_io_pins) 133
set qor(met3_wire_length_um) 192000
set qor(holdCritPathClass) {reg2reg}
set qor(synth-seq-area-share_pct) 78.3
set qor(end_point_of_the_critical_path) {rd_data[23]}
set qor(total_of_hold_buffers_inserted_after_clock_tree_synthesis) 0
set qor(worst_setup_path_startpoint) {rd_addr[2]}
set qor(synth_area_per_cell_sq_um) 21.4
set qor(detail_route.wl_per_cell_um) 36.2
set qor(maximum_level_of_the_cts_h_tree) 6
set qor(highest-signal-layer) {met5}
set qor(std_cell_rows) 291
set qor(post_route_cells_drive_above_1_share_pct) 23.1
set qor(core_area_sq_mm) 0.628
set qor(worst_ir_drop_vdd_mv) 0.0491
set qor(finalSetupTns_ns) 0
set qor(post_synth_num_cell_types) 76
set qor(worst_path_cell_trace) {buf_16 > buf_4 > buf_4 > buf_4 > buf_4 > buf_4 > buf_4 > buf_4 > buf_4 > buf_4 > buf_4 > mux4_2 > o22ai_1 > buf_4 > a221oi_1 > nand4_1 > o211ai_1}
set qor(synth.yosys.warnings) 1
set qor(cp.depth) 17
set qor(cts_inserted_buffers) 817
set qor(startpoint_class_of_the_critical_path) {input port}
set qor(fp_util_pct) 50.2
set qor(first_global_vias) 166000
set qor(die-height_um) 796
set qor(power_leakage_nw) 113
set qor(worstPathRequired_ns) 42.44
set qor(remaining_drc_errors) 0
set qor(slew_headroom_pct) 11.7
set qor(clock-skew-final_ns) 0.0918
set qor(dp_worst_setup_slack_ns) 24.27
set qor(ff2ff_path_depth) 7
set qor(timing.final.max_slew_violations) 0
set qor(place.detailed.instances) 23200
set qor(synthToLayoutAreaGrowth_pct) 12.8
set qor(clock.fmax_mhz) 63.4
set qor(path_common_cell) {sky130_fd_sc_hd__buf_4}
set qor(critPathBufInv) 12
set qor(setup_viol) 0
set qor(die-area_sq_mm) 0.634
[cell usage after synthesis, types with 30 or more instances]
library cell                instances  share of area [%]
sky130_fd_sc_hd__a221oi_1          50               0.14
sky130_fd_sc_hd__a211o_1           46               0.13
sky130_fd_sc_hd__a31oi_1           40              0.079
sky130_fd_sc_hd__mux2i_1         1301                4.1
sky130_fd_sc_hd__buf_6            114               0.41
sky130_fd_sc_hd__buf_4            127               0.30
sky130_fd_sc_hd__nor2_1           338               0.40
sky130_fd_sc_hd__nand2_1          447               0.53
sky130_fd_sc_hd__nand4_1           47              0.093
sky130_fd_sc_hd__o221ai_1         221               0.61
sky130_fd_sc_hd__clkbuf_1         282               0.34
sky130_fd_sc_hd__dfxtp_1           33               0.21
sky130_fd_sc_hd__buf_8             35               0.17
sky130_fd_sc_hd__mux4_2          1407                 10
sky130_fd_sc_hd__mux4_1            30               0.25
sky130_fd_sc_hd__buf_12            31               0.20
sky130_fd_sc_hd__a211oi_1         135               0.32
sky130_fd_sc_hd__nor3_1            66               0.10
sky130_fd_sc_hd__o22ai_1          498               0.99
sky130_fd_sc_hd__buf_1             68              0.081
sky130_fd_sc_hd__a21oi_1          225               0.36
sky130_fd_sc_hd__edfxtp_1        8192                 78
sky130_fd_sc_hd__a2111oi_0         63               0.18
sky130_fd_sc_hd__o21ai_0          196               0.31
sky130_fd_sc_hd__o211ai_1          31              0.074
sky130_fd_sc_hd__nand3_1           78               0.12
sky130_fd_sc_hd__buf_2            205               0.33
sky130_fd_sc_hd__a22oi_1          201               0.48
[per-stage QoR]
step / hold WS (ns) / util (%) / total power, mW / instance area [sq um]
after global routing: 0.601 / 56.6 / 17.5 / 356000
after floorplan: 0.415 / - / 9.78 / 315000
after CTS: 0.557 / 56.6 / 17.2 / 355000
final: 0.558 / 56.6 / 17.1 / 356000
after detailed placement: 0.547 / 52.6 / 10.2 / 330000
after global placement: 0.537 / 52.6 / 10.2 / 330000
[per-layer routing]
metal | vias up | track usage [%]
met4 | 48 | 10.1
met3 | 1535 | 29.6
met5 | - | 3.05
li1 | 64300 | -
met2 | 10800 | 42.9
met1 | 77700 | 38.4
[cell type report]
cell class	instances	area [sq um]	area share, %
Antenna cell	84	210	0.0591
Sequential cell	8225	247000	69.4
Timing Repair Buffer	956	7830	2.20
Clock inverter	463	3860	1.08
Clock buffer	1029	21400	6.02
Multi-Input combinational cell	5634	65200	18.3
Inverter	4	22.5	0.00633
Tap cell	8350	10400	2.94
[logic make-up (layout without fill, tap and decap cells)]
logic type	after synthesis	after routing	synth area share, %
AOI/OAI and AO/OA	1789	1789	3.90
buffers and inverters	870	2452	1.83
DFF	8225	8225	78.3
muxes	2761	2761	14.5
other	0	84	0
and+or+nand+nor	1084	1084	1.49
[report_power, final]
group / internal (mW) / switching [mW] / total [mW] / leakage (nW)
logic: 0.262 / 0.557 / 0.819 / 26.6
registers: 9.18 / 0.0172 / 9.20 / 73.9
clock network: 3.93 / 3.12 / 7.05 / 12.3
total: 13.4 / 3.69 / 17.1 / 113
[registers in the layout, indices dropped and copies added (netlist names)]
register and count:
rd_resp 1, rd_data 32, mem_array 8192
[worst register-to-register path: cells and delay by family, from the launching register on]
family	cells	cell delay, ns
AOI/OAI and AO/OA	5	2.32
muxes	1	0.07
DFF	1	0.32
and+or+nand+nor	1	0.71
[how the worst min path moves through the flow]
stage	end	slack, ns	depth (start not counted)
4_1_cts	rd_data[1]	0.56	2
5_1_grt	rd_data[1]	0.60	2
6_report	rd_data[1]	0.56	2
Power figures rest on the tool's default switching activity, not on a simulated workload.
