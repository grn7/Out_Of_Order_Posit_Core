==> flow/design.v <==
package general_defines;
    parameter INT_DATA_W = 32;
    parameter POSIT_DATA_W = 8;
    parameter ROB_LENGTH = 16;
    parameter IQ_LENGTH = 8;
    parameter BYPASS_LENGTH = 3;
    parameter PHYS_REG_LENGTH = 64;
    parameter ARCH_REG_LENGTH = 32;
    parameter INSTR_MEM_LENGTH = 256;
    parameter DATA_MEM_LENGTH = 256;
    parameter FETCH_BUFFER_LENGTH = 8;
    parameter PHT_LENGTH = 256; 
    parameter BTB_LENGTH = 64;
    localparam ROB_IDX_W = (ROB_LENGTH > 1) ? $clog2(ROB_LENGTH) : 1;
    localparam IQ_IDX_W = (IQ_LENGTH > 1) ? $clog2(IQ_LENGTH) : 1;
    localparam BYPASS_IDX_W = (BYPASS_LENGTH > 1) ? $clog2(BYPASS_LENGTH) : 1;
    localparam PHYS_REG_IDX_W = (PHYS_REG_LENGTH > 1) ? $clog2(PHYS_REG_LENGTH) : 1;
    localparam ARCH_REG_IDX_W = (ARCH_REG_LENGTH > 1) ? $clog2(ARCH_REG_LENGTH) : 1;
    localparam INSTR_MEM_IDX_W = (INSTR_MEM_LENGTH > 1) ? $clog2(INSTR_MEM_LENGTH) : 1;
    localparam DATA_MEM_IDX_W = (DATA_MEM_LENGTH > 1) ? $clog2(DATA_MEM_LENGTH) : 1;
    localparam FETCH_BUFFER_IDX_W = (FETCH_BUFFER_LENGTH > 1) ? $clog2(FETCH_BUFFER_LENGTH) : 1;
    localparam PHT_IDX_W = (PHT_LENGTH> 1) ? $clog2(PHT_LENGTH) : 1;
    localparam BTB_IDX_W = (BTB_LENGTH > 1) ? $clog2(BTB_LENGTH) : 1;
    typedef struct packed{
        logic valid;
        logic [INSTR_MEM_IDX_W-1:0] pc;
        logic [ARCH_REG_IDX_W-1:0] logical_rd;
        logic [PHYS_REG_IDX_W-1:0] phys_rd;
        logic [PHYS_REG_IDX_W-1:0] old_phys_rd;   
        logic [INT_DATA_W-1:0] result;
        logic done;
        logic is_store;
        logic is_load;
        logic [6:0] opcode;
        logic [2:0] funct3;
        logic [6:0] funct7;
        logic is_branch;
        logic pred_taken;
        logic [INSTR_MEM_IDX_W-1:0] pred_target;
        logic branch_taken;                      
        logic [INSTR_MEM_IDX_W-1:0] branch_target;   
    } rob_entry_t;
    typedef struct packed {
        logic [6:0] opcode;
        logic [INSTR_MEM_IDX_W-1:0] pc;
        logic [PHYS_REG_IDX_W-1:0] phys_rd;
        logic [PHYS_REG_IDX_W-1:0] phys_rs1;
        logic [PHYS_REG_IDX_W-1:0] phys_rs2;
        logic [INT_DATA_W-1:0] imm;
        logic [2:0] fu_type;  
        logic rs1_ready;
        logic rs2_ready;
        logic [INT_DATA_W-1:0] rs1_value;  
        logic [INT_DATA_W-1:0] rs2_value;
        logic valid;
        logic [2:0] funct3;
        logic [6:0] funct7;
        logic [ROB_IDX_W-1:0] rob_idx;
    } iq_entry_t;
    typedef struct packed {
        logic valid;
        logic [PHYS_REG_IDX_W-1:0] phys_rd;
        logic [INT_DATA_W-1:0] result;
    } bypass_entry_t;
endpackage
import general_defines::*;
module btb(
    input  logic clk,
    input  logic rst,
    input  logic [INSTR_MEM_IDX_W-1:0] fetch_pc,  
    output logic btb_hit,
    output logic [INSTR_MEM_IDX_W-1:0] btb_target,
    input  logic update_valid,
    input  logic [INSTR_MEM_IDX_W-1:0] update_pc,
    input  logic [INSTR_MEM_IDX_W-1:0] update_target
);
    logic valid [0:BTB_LENGTH-1];  
    logic [INSTR_MEM_IDX_W-1:0] tag    [0:BTB_LENGTH-1];
    logic [INSTR_MEM_IDX_W-1:0] target [0:BTB_LENGTH-1];
    logic [BTB_IDX_W-1:0] fetch_idx;
    logic [BTB_IDX_W-1:0] update_idx;
    assign fetch_idx  = fetch_pc[BTB_IDX_W-1:0];
    assign update_idx = update_pc[BTB_IDX_W-1:0];
    always_comb begin
        if(valid[fetch_idx] && tag[fetch_idx] == fetch_pc) begin
            btb_hit    = 1'b1;
            btb_target = target[fetch_idx];
        end
        else begin
            btb_hit    = 1'b0;
            btb_target = '0;
        end
    end
    always_ff @(posedge clk) begin
        if(rst) begin
            for(int i = 0; i < BTB_LENGTH; i++) begin
                valid[i]  <= 1'b0;
                tag[i]    <= '0;
                target[i] <= '0;
            end
        end
        else if(update_valid) begin
            valid[update_idx]  <= 1'b1;
            tag[update_idx]    <= update_pc;
            target[update_idx] <= update_target;
        end
    end
endmodule
==> flow/run.sh <==
#!/bin/bash
# OpenROAD 26Q1-2900-gdf79404cd8, Yosys 0.63+post, stock flow scripts
make -C /OpenROAD-flow-scripts/flow DESIGN_CONFIG=/design/flow/config.mk WORK_HOME=/design/flow/orfs finish
==> flow/config.mk <==
export PLATFORM = sky130hd
export DESIGN_NAME = btb
export DESIGN_NICKNAME = btb
export VERILOG_FILES = /design/flow/design.v
export SDC_FILE = /design/flow/constraint.sdc
export NUM_CORES = 4
export LEC_CHECK = 1
export CORE_UTILIZATION = 50
==> flow/constraint.sdc <==
current_design btb

set clk_period 12.6
set clk_io_pct 0.2

create_clock -name clk0 -period $clk_period [get_ports {clk}]

set non_clock_inputs [all_inputs -no_clocks]
set_input_delay [expr $clk_period * $clk_io_pct] -clock clk0 $non_clock_inputs
set_output_delay [expr $clk_period * $clk_io_pct] -clock clk0 [all_outputs]
==> Table 3: Implementation characteristics <==
Table: implementation figures

Parameter                              Value

Critical path
  Crit path kind .................. in -> out
  Worst setup SP type .................. primary input
  Endpoint of the most critical register-to-register path .................. valid[58]
  Number of cells traversed by the worst register-to-register path .................. 1
  Largest fanout on the critical path .................. 66
  Arrival @ worst endpoint .................. ~7.4 ns
  Sort of element at the end of the critical path .................. primary output
  Required time of the critical path .................. roughly 10 ns
  Worst reg2reg startpoint .................. valid[58]
  Minimum setup slack among reg-to-reg paths .................. ~12 ns

Clock network
  Htree depth .................. 3
  Number of buffers between clock root and the deepest sink .................. 3
  Number of buffers inserted by hold repair at cts .................. 0
  Number of post-CTS setup repair buffers .................. 0
  Clock Root Buffer .................. sky130_fd_sc_hd__clkbuf_16
  Total clock buffers created by CTS .................. ~110
  Post-cts sizing count .................. 0
  Clock input transition at the sequential cells of the worst setup and hold paths .................. about 0.06 ns
  Worst skew pair latency .................. a little under 0.7 ns
  Clock net sink count .................. 1088
  Clock tree from TritonCTS .................. yes

GRT
  Total congestion overflow .................. 0
  Vias in the first global route .................. 27400
  Largest net degree at the start of global routing .................. 78
  Global-route wire length before repair .................. around 190000 um
  Aggregate global-route resource usage .................. ~30%
  Antenna violations before repair .................. 7

Floorplan
  Placeable core region .................. slightly above 90000 um^2
  Fp_density .................. 50.4%
  Chip width .................. roughly 300 um
  Area of the chip .................. approximately 95000 um^2
  IO Count .................. 36
  # rows .................. 112
  Die extent in y .................. between 300 and 400 um

Synth
  Synthesis warning total .................. 1
  Commonest cells in the synthesized netlist .................. sky130_fd_sc_hd__edfxtp_1, sky130_fd_sc_hd__and2_1, sky130_fd_sc_hd__mux4_2, sky130_fd_sc_hd__nor2_1, sky130_fd_sc_hd__clkbuf_1
  Fraction of the yosys area taken by sequential cells .................. 68.2%
  Synth Register Bits .................. 1088
  Unique masters post-synth .................. approximately 68
  Most used DFF post-synth .................. sky130_fd_sc_hd__edfxtp_1
  Post-Synthesis Cell Area .................. around 47000 um^2
  Post-synth top area cell .................. sky130_fd_sc_hd__edfxtp_1
  Chip Area, Yosys .................. roughly 47000 um^2
  Cells after Synth .................. roughly 3000
  Area share of the leading cell type in the synthesized netlist .................. approximately 65%
  Fraction of registers with async set or reset after synthesis .................. 0%
  Cell with the most instances after synthesis .................. sky130_fd_sc_hd__edfxtp_1
  Cell count in the Yosys report .................. just over 3000
  Ranking of synthesized cells by area .................. sky130_fd_sc_hd__edfxtp_1, sky130_fd_sc_hd__mux4_2, sky130_fd_sc_hd__and2_1
  Syn Area/Cell .................. about 16 um^2
  Flip-flops with a built-in enable .................. about 1000

Hold path
  Count of cells along the worst hold path .................. 1
  WHS Endpoint .................. valid[26]
  Source of the worst hold timing path .................. valid[26]
  Type of the tightest min-delay check .................. reg -> reg

Outcome
  Status .................. finished, final reports clean

Timing
  Number of slew-limit violations in the final report .................. 0
  Final WS setup .................. roughly 2.7 ns
  Clock period minus worst slack .................. 9.89 ns
  Count of endpoints failing hold in the final timing report .................. 0
  Setup repair after global routing missed its margin .................. false
  Total negative slack for setup checks .................. 0 ns
  Share of the clock period used by the worst path after layout .................. around four fifths
  Worst-Margin Slew .................. approximately 1.1 ns
  Worst clock skew on the final layout .................. 0 ns
  Finish-stage setup viols .................. 0
  Maximum clock frequency .................. just over 100 MHz
  Worst max-slew margin expressed relative to the limit .................. 28.5%

Layout
  Final Instance Area .................. between 50000 and 60000 um^2
  Number of filler instances in the final layout .................. 6968
  Core occupancy in the finished layout .................. between 50% and 60%
  Layout Area Growth over Synthesis .................. 13.5%
  Share of final-layout standard cells stronger than drive strength 1 .................. a little under a fifth

Detailed routing
  Number of iterations in the first detailed-routing pass .................. 7
  Drt drc .................. 0
  Vias post-DR .................. ~26000
  Count of antenna-violating nets left after detailed routing .................. 0
  Aggregate routed wire length .................. around 130000 um
  1st-iter DRT viols .................. roughly 1800
  Routed WL per cell .................. 27.5 um
  Vias per Instance .................. 5.71

Placement
  Area after DPL .................. a little under 50000 um^2
  Number of input and output port buffers inserted .................. 35
  Half-perimeter wire length after placement .................. approximately 80000 um
  Post-place setup slack .................. between 2 and 3 ns
  Weighted congestion reported at the end of routability-driven placement .................. roughly 1.0

Power and ir drop
  Cell Pwr Density .................. around 150 nW/um^2
  Peak supply drop .................. approximately 0.12 mV
  Leakage power .................. about 19 nW

Flow run
  Number of logged tool warnings .................. 26
  Maximum Capacitance Violations .................. 0
==> power breakdown <==
part	switching (mW)	internal [mW]	leakage, nW
logic	0.394	0.215	6.76
clock network	1.36	1.98	1.83
registers	0.0541	4.15	10.3
==> stage by stage <==
stage                     std cells  hold slack [ns]  total power, mW
final                          4580            0.445             8.14
after global routing           4577            0.461             8.37
after CTS                      4577            0.447             8.19
after detailed placement       4365            0.436             4.89
after global placement         4365            0.426             4.88
after floorplan                3209            0.418             4.61
==> kinds of logic (layout without fill, tap and decap cells) <==
| kind of cell | after synthesis | in the layout | share of synthesized area [%] |
|---|---|---|---|
| xor gates and xnor gates | 7 | 7 | 0.131 |
| other | 1 | 195 | 0.00799 |
| buffers and inverters | 314 | 428 | 2.78 |
| muxes | 274 | 274 | 12.4 |
| AOI/OAI and AO/OA | 282 | 282 | 4.11 |
| DFF | 1088 | 1088 | 68.2 |
| and+or+nand+nor | 1052 | 1052 | 12.4 |
==> registers in the layout (all words and copies together), names as in the netlist <==
signal / cells
target: 512
valid: 64
tag: 512
==> worst max-delay path: stages <==
cell,delay [ns]
sky130_fd_sc_hd__buf_8,0.48
sky130_fd_sc_hd__buf_4,0.72
sky130_fd_sc_hd__buf_4,0.47
sky130_fd_sc_hd__mux4_2,0.37
sky130_fd_sc_hd__mux2_2,0.27
sky130_fd_sc_hd__a221oi_1,0.47
sky130_fd_sc_hd__a31oi_1,0.12
sky130_fd_sc_hd__xnor2_1,0.15
sky130_fd_sc_hd__nor3_1,0.35
sky130_fd_sc_hd__o211ai_2,0.37
sky130_fd_sc_hd__nor4b_1,0.49
sky130_fd_sc_hd__clkdlybuf4s50_1,0.53
==> placed cells by master, fill, tap and decap left out, drive strengths merged, types with 37 or more instances in the layout <==
cell | Yosys | layout
edfxtp | 1024 | 1024
and2 | 647 | 647
mux4 | 244 | 244
nor2 | 212 | 212
conb | 1 | 192
buf | 79 | 168
clkbuf | 208 | 159
nand2 | 89 | 89
o21ai | 87 | 87
dfxtp | 64 | 64
a21o | 58 | 58
clkinv | 2 | 37
==> how the worst max path moves through the flow <==
stage	from	depth (start not counted)	endpoint	slack [ns]
after global routing	fetch_pc[1]	12	btb_target[0]	2.54
after CTS	fetch_pc[1]	12	btb_target[6]	2.84
final	fetch_pc[1]	12	btb_target[0]	2.71
==> per-layer routing <==
layer	vias to the layer above	track usage, %	wire length (um)
met5	-	0	168
met1	13100	44.6	45600
met3	232	18.6	18700
met2	1347	42.4	57800
met4	8	7.07	3830
li1	11500	-	-
==> final cells by class <==
type                       count  area, um^2  share of cell area (%)
clock inverter                53         552                    1.04
tap                         1254        1570                    2.94
inverter                      27         104                   0.195
timing repair buffer         189        1480                    2.78
clock buffer                 159        3180                    5.97
multi-input combinational   1807       14400                    26.9
antenna                        3        7.51                  0.0141
sequential                  1088       32000                    60.1
Power and IR drop assume default switching activity.
